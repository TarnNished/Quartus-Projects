## design.v

```verilog
module MIPS_Processor(
    input wire clk,
    input wire reset,
    input wire init,
    input wire [7:0] init_addr,
    input wire [31:0] init_data,
    output wire [31:0] aluresultout,
    output wire [31:0] shiftresultout,
    output wire [31:0] GP_DATA_INout
);
    wire [31:0] pc, next_pc;
    wire [31:0] instruction;
    wire [31:0] alu_result;
    wire [31:0] read_data1, read_data2;
    wire [31:0] sign_ext_imm, zero_ext_imm, extended_imm;
    reg [31:0] memory_data;
    wire [31:0] write_data;
    wire [4:0] write_reg;
    wire reg_write, alu_src, mem_to_reg, mem_write, branch, jump;
    wire [3:0] alu_control;
    wire [1:0] pc_src;
    reg [31:0] pc_reg;
    always @(posedge clk or posedge reset) begin
        if (reset)
            pc_reg <= 0;
        else
            pc_reg <= next_pc;
    end
    assign pc = pc_reg;
    reg [31:0] instr_mem [0:255];
    assign instruction = instr_mem[pc[7:0] >> 2];
    reg [31:0] data_mem [0:255];
    always @(posedge clk) begin
        if (init)
            data_mem[init_addr] <= init_data;
        else if (mem_write)
            data_mem[alu_result[7:0] >> 2] <= read_data2;
        if (mem_to_reg)
            memory_data <= data_mem[alu_result[7:0] >> 2];
    end
    reg [31:0] registers [0:31];
    assign read_data1 = registers[instruction[25:21]];
    assign read_data2 = registers[instruction[20:16]];
    always @(posedge clk) begin
        if (init)
            registers[init_addr[4:0]] <= init_data;
        else if (reg_write)
            registers[write_reg] <= write_data;
    end
    assign sign_ext_imm = {{16{instruction[15]}}, instruction[15:0]};
    assign zero_ext_imm = {16'b0, instruction[15:0]};
    assign extended_imm = (instruction[31:26] == 6'b001100) ? zero_ext_imm : sign_ext_imm;
    assign alu_control = 4'b0010;  
    assign alu_result = (alu_control == 4'b0010) ? (read_data1 + (alu_src ? extended_imm : read_data2)) : 32'b0;
    assign reg_write = 1'b1;  
    assign alu_src = 1'b1;
    assign mem_to_reg = 1'b0;
    assign mem_write = 1'b0;
    assign branch = 1'b0;
    assign jump = 1'b0;
    assign pc_src = 2'b00;
    assign next_pc = pc + 4;
    assign aluresultout = alu_result;
    assign shiftresultout = 32'b0;  
    assign GP_DATA_INout = write_data;
endmodule
```

## run.sh

```bash
#!/bin/bash
# OpenROAD 26Q1-2900-gdf79404cd8, Yosys 0.63+post, stock flow scripts
make -C /OpenROAD-flow-scripts/flow DESIGN_CONFIG=/design/flow/config.mk WORK_HOME=/design/flow/orfs finish
```

## config.mk

```make
export PLATFORM = sky130hd
export DESIGN_NAME = MIPS_Processor
export DESIGN_NICKNAME = MIPS_Processor
export VERILOG_FILES = /design/flow/design.v
export SDC_FILE = /design/flow/constraint.sdc
export NUM_CORES = 4
export LEC_CHECK = 1
export CORE_AREA = 10 10 87 87
export DIE_AREA = 0 0 97 97
export SYNTH_MEMORY_MAX_BITS = 65536
```

## constraint.sdc

```tcl
current_design MIPS_Processor

set clk_period 4.6
set clk_io_pct 0.2

create_clock -name clk0 -period $clk_period [get_ports {clk}]

set non_clock_inputs [all_inputs -no_clocks]
set_input_delay [expr $clk_period * $clk_io_pct] -clock clk0 $non_clock_inputs
set_output_delay [expr $clk_period * $clk_io_pct] -clock clk0 [all_outputs]
```

==> out/metrics.yaml <==
setup_violations: 0
crit_arrival_ps: 2350
critical_path.top_delay_family: "buffers and inverters"
num_vias: 771
worst_stage_delay_on_the_critical_path_ps: 570
grt_setup_unrepaired: "false"
setup.worst_path.end_class: "register"
grt_resource_usage_total_pct: 6.49
route.antenna.remaining_nets: 0
avgRoutedWirePerCell_um: 13.7
whs_endpoint: "registers[0][10]"
dieArea_sq_um: 9410
synth_sequential_area_ratio_pct: 66.0
max_cap_viol_count: 0
critical_path.max_fanout: 32
place_worst_setup_slack_ps: 1880
timing.critical_path.slowest_stage_cell: "sky130_fd_sc_hd__or4_1"
fraction_of_the_core_area_occupied_by_cells_at_floorplan_pct: 25.8
number_of_global_route_vias_before_repair: 886
vdd_drop_max_mv: 0.169
maximum_root_to_sink_buffer_count: 2
final_critical_path_setup_slack_ps: 2180
grt_antenna_before_repair: 0
hpwlAfterDp_mm: 2.85
holdCritPathClass: "primary input to register"
enable_flop_cells: 32
openroad.warnings: 30
remaining_drc_errors: 0
cts_sinks: 32
fp.coreArea_sq_um: 5640
synthFlopType: "sky130_fd_sc_hd__edfxtp_1"
flow.area_growth_from_synthesis_pct: 45.5
gr-total-overflow: 0
finalCritPeriodShare_pct: 52.6
min_delay_path_depth: 1
floorplan.io_pins: 139
portBuffers: 69
count_of_buffering_cells_on_the_critical_path_with_inverters_included: 2
min_from: "init_data[10]"
power_density_nw_per_um2: 300
router_iterations_before_antenna_repair: 4
static-leakage-power_nw: 0.829
gp_congestion: 0.734
placement_rows: 27
ys_async_sr_fraction_pct: 0
status: "complete, no violations"
synth.top_cell.area_share_pct: 66.0
largest_reg_flops: 32
dr.first_iter.drc_count: 28
finalSetupTns_ps: 0
period_minus_slack_ps: 2420
largest-register: "registers"
finalMaxSlewViolations: 0
report.power.total_mw: 0.636
dieHeight_um: 97
synth.avg_cell_area_sq_um: 14.7
synthDominantAreaCellType: "sky130_fd_sc_hd__edfxtp_1"
yosysWarnings: 38
largestRegisters: "registers: 32 flops"
clock-root-buffer: "sky130_fd_sc_hd__clkbuf_8"
cts_tree: "done"
synth_cell_types: 5
clock.fmax_mhz: 414
post-synth-top-count-cell: "sky130_fd_sc_hd__buf_4"
report.final.hold_viol_count: 0
fp.dieW_um: 97
timing.critical_path.required_ps: 4530
h_tree_levels: 2
worst-setup-path-type: "primary input to register"
post_synth_instance_area_sq_um: 1460
postCtsResizedCells: 0
yosys_area_sq_um: 1460
clkSlewWorstSetupHoldPaths_ps: 70
final_core_util_pct: 37.6
synth_flop_count: 32
cts.repair_timing.setup_buffer_count: 0
synth-cells-yosys: 99
worstPathCellList: "clkdlybuf4s50_1, or4_1, nor2_4, buf_4"
drt-total-wl_mm: 3.40
avgViaCountPerCell: 3.11
grt_pass1_wl_mm: 4.95
grt_max_degree: 33
detail_route.antenna_diodes: 0
topCellsByArea: "sky130_fd_sc_hd__edfxtp_1 (66%), sky130_fd_sc_hd__buf_4 (33%), sky130_fd_sc_hd__or4_1 (0.52%)"
critPathLaunchType: "primary input"
detailed_place.area_sq_um: 2010
cts-buffers-inserted: 5
final_layout_size_suffix_gt1_share_pct: 5.68
syn_inst: 99
synthTopCellsByCount: "sky130_fd_sc_hd__buf_4 (64), sky130_fd_sc_hd__edfxtp_1 (32), sky130_fd_sc_hd__conb_1 (1), sky130_fd_sc_hd__nor2_1 (1), sky130_fd_sc_hd__or4_1 (1)"
final_design_area_no_fill_sq_um: 2120
postCtsHoldBufs: 0
-- placed cells by master, fill, tap and decap left out --
| master | synthesis | layout |
|---|---|---|
| sky130_fd_sc_hd__clkinv_2 | 0 | 1 |
| sky130_fd_sc_hd__clkinvlp_4 | 0 | 1 |
| sky130_fd_sc_hd__or4_1 | 1 | 1 |
| sky130_fd_sc_hd__clkbuf_8 | 0 | 5 |
| sky130_fd_sc_hd__conb_1 | 1 | 64 |
| sky130_fd_sc_hd__buf_4 | 64 | 1 |
| sky130_fd_sc_hd__edfxtp_1 | 32 | 32 |
| sky130_fd_sc_hd__clkdlybuf4s50_1 | 0 | 69 |
| sky130_fd_sc_hd__nor2_4 | 0 | 1 |
| sky130_fd_sc_hd__bufinv_16 | 0 | 1 |
-- how the worst max path moves through the flow --
stage / startpoint / to / depth (start not counted)
4_1_cts: init_addr[0] / registers[0][30] / 4
5_1_grt: init_addr[0] / registers[0][19] / 4
6_report: init_addr[0] / registers[0][17] / 4
-- kinds of logic (layout without fill, tap and decap cells) --
family | after synthesis | count (layout) | synth area share [%]
and+or+nand+nor | 2 | 2 | 0.773
DFF | 32 | 32 | 66.0
buffers and inverters | 64 | 78 | 33.0
other | 1 | 64 | 0.257
-- where the power goes --
part / internal (mW) / switching (mW)
clock: 0.160 / 0.102
combinational: 0.0352 / 0.00997
sequential: 0.327 / 0.00118
-- area by class of cell --
| cell class | instances | area (sq um) |
|---|---|---|
| Multi-Input combinational cell | 66 | 259 |
| Clock buffer | 5 | 68.8 |
| Tap cell | 72 | 90.1 |
| Clock inverter | 3 | 42.5 |
| Sequential cell | 32 | 961 |
| Timing Repair Buffer | 70 | 698 |
| Fill cell | 551 | 3520 |
-- metrics by stage --
step	hold WS, ps	std cells
2_1_floorplan	1020	162
3_3_place_gp	1470	240
3_5_place_dp	1480	240
4_1_cts	1180	248
5_1_grt	1180	248
6_report	1190	248
-- metal layers --
metal | global-route usage, % | vias to the layer above | part of all wire [%] | routed length [um]
met4 | 1.24 | 0 | 2.1 | 72
met1 | 7.57 | 332 | 38 | 1310
met3 | 3.44 | 5 | 12 | 397
li1 | - | 353 | - | -
met2 | 10.5 | 81 | 48 | 1620
met5 | 0 | - | 0 | 0
Power figures rest on the tool's default switching activity, not on a simulated workload.
