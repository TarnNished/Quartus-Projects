$ cat flow/run.sh
#!/bin/bash
# OpenROAD 26Q1-2900-gdf79404cd8, Yosys 0.63+post, stock flow scripts
make -C /OpenROAD-flow-scripts/flow DESIGN_CONFIG=/design/flow/config.mk WORK_HOME=/design/flow/orfs finish
$ cat flow/config.mk
export PLATFORM = sky130hd
export DESIGN_NAME = three_port_ram
export DESIGN_NICKNAME = three_port_ram
export VERILOG_FILES = /design/flow/design.v
export SDC_FILE = /design/flow/constraint.sdc
export NUM_CORES = 4
export LEC_CHECK = 1
export CORE_UTILIZATION = 40
export SYNTH_MEMORY_MAX_BITS = 65536
$ cat flow/constraint.sdc
current_design three_port_ram

set clk_period 47.7
set clk_io_pct 0.2

create_clock -name clk0 -period $clk_period [get_ports {clk}]

set non_clock_inputs [all_inputs -no_clocks]
set_input_delay [expr $clk_period * $clk_io_pct] -clock clk0 $non_clock_inputs
set_output_delay [expr $clk_period * $clk_io_pct] -clock clk0 [all_outputs]
$ cat flow/design.v
module three_port_ram(
    input clk,
    input [7:0] addr_a, addr_b, addr_wr,
    input [31:0] data_in,
    input we,
    output reg [31:0] data_a, data_b
);
    reg [31:0] RAMA [255:0];
    reg [31:0] RAMB [255:0];
    integer i;
    initial begin
        for (i = 0; i < 256; i = i + 1) begin
            RAMA[i] = 32'b0;
            RAMB[i] = 32'b0;
        end
    end
    always @(posedge clk) begin
        if (we && addr_wr != 8'b0) begin
            RAMA[addr_wr] <= data_in;
            RAMB[addr_wr] <= data_in;
        end
    end
    always @(posedge clk) begin
        if (addr_a == 8'b0)
            data_a <= 32'b0;
        else
            data_a <= RAMA[addr_a];
    end
    always @(posedge clk) begin
        if (addr_b == 8'b0)
            data_b <= 32'b0;
        else
            data_b <= RAMB[addr_b];
    end
endmodule
==> GITHUB_STEP_SUMMARY <==
### Yosys + OpenROAD results

| Metric | Value |
|---|---|
| Status | complete, but fails checks |
| Violated checks | capacitance limit, slew limit |
| WL final | 1595000 um |
| Die Area | 0.9583 sq mm |
| Total number of vias | 228800 |
| PwrDens | 37.69 mW/mm^2 |
| Max-capacitance violation count | 10 |
| Die height | 978.9 um |
| Max clock buf depth | 5 |
| Fmax achieved | 60.17 MHz |
| Hold Path Class | reg -> reg |
| RSZ-0062 raised after global routing | false |
| Most frequent cells in the layout | edfxtp_1, mux4_2, mux2i_1, buf_4, clkbuf_16 |
| Clk sinks | 8256 |
| Nature of the critical path endpoint | flip-flop |
| Setup bufs post-CTS | 0 |
| Largest net degree at the start of global routing | 144 |
| CTS tree | done |
| Port Buf Inserts | 121 |
| IO Pins | 122 |
| First-pass GRT wire length | 2129000 um |
| Synth warn | 1 |
| Core ar. | 0.9505 sq mm |
| Hold path startpoint | RAMB[84][7] |
| DR WL/cell | 46.57 um |
| Post-Synthesis Cells | 19380 |
| Yosys cell count | 19380 |
| Total grt overflow | 0 |
| Startpoint Class | input pin |
| Yosys cell types | 77 |
| Slew Limit Headroom | -34.02% |
| Seq/Total Area, Yosys | 64.78% |
| Post-Synthesis Cell Area | 0.3817 sq mm |
| CTS buffer count | 887 |
| Synth area leader | edfxtp_1 |
| Worst-path fanout max | 40 |
| Clk root buf | clkbuf_16 |
| Primary FF master, synth | edfxtp_1 |
| Detailed placer's ending HPWL | 1024000 um |
| Tool warnings | 34 |
| GP Congestion | 1.045 |
| LEAKAGE | 137.8 nW |
| Synth Area per Inst | 19.70 sq um |
| Placed Area | 0.4052 sq mm |
| Min Hold Slack | 1009 ps |
| Yosys chip area | 0.3817 sq mm |
| RR Endpoint | data_b[15] |
| Latency at later pin | 1210 ps |
| Vias per Instance | 6.681 |
| Worst Hold End | data_a[7] |
| Die Width | 978.9 um |
| Row Count | 358 |
| Flops out of synthesis | 8256 |
| Final Max Tran Viols | 60 |
| Total global-route track usage | 36.60% |
| Final Hold Fails | 0 |
| Final Instance Area | 0.4338 sq mm |
| Area grow syn2layout | 13.65% |
| R2R Setup Slk | 43360 ps |
| R2R cell count | 5 |
| Top cell excl fill/tap | edfxtp_1 |
| WP data arrival | 17540 ps |
| Clock skew | 112.7 ps |
| Clock-pin slew on the worst setup and hold paths | 60 ps |
| H-tree levels | 6 |
| Post-synth ARST share | 0% |
| Post-CTS sizing | 0 |
| Remaining DRCs | 0 |
| Least-Margin Pin Slew | 2010 ps |
| WHS Path Cells | 6 |
| DRC marker count from the first detailed-route iteration | 18560 |
| Detailed Routing Iterations Pass 1 | 8 |
| Post-CTS Hold Buffers | 0 |
| R2R Path Start | RAMB[206][15] |
| Flip-flops with a built-in enable | 8192 |
| Total power | 16.35 mW |
| Layout cells sized above 1 | 33.32% |
| Core Util at FP | 40.16% |
| Final setup violation count | 0 |
| Final ANT Viol Nets | 0 |
| Metal-1 WL | 410400 um |
| Initial antenna violation count | 210 |
| Final setup TNS | 0 ps |
| Top Layer Used | met5 |
| WL met2 | 651900 um |
| Critical path class | in -> reg |
| Crit path DRT | 48620 ps |
| Max VDD drop | 0.03756 mV |
| Met3 wire len | 373800 um |
| Dominant cell area share | 64.44% |
| Number of global-route vias before repair | 247100 |
| Main area contributors | edfxtp_1, mux4_2, mux2i_1 |
| Final min period | 16620 ps |
| Crit share post-route | 34.84% |
==> registers in the layout (all words and copies together), names as in the netlist <==
name	count
data_a	32
RAMA	32
RAMB	8160
data_b	32
==> how the worst max path moves through the flow <==
| stage | endpoint | cells after the start | startpoint |
|---|---|---|---|
| global route | data_b[0] | 19 | addr_b[0] |
| CTS | data_b[0] | 19 | addr_b[0] |
| finish | data_a[24] | 14 | addr_a[1] |
==> worst max-delay path, stage by stage <==
cell and delay, ps:
buf_16 220, buf_4 660, buf_4 590, buf_4 600
buf_4 580, buf_4 670, buf_4 600, buf_4 620
mux4_2 410, mux2_2 290, a221oi_1 730, nor2_1 130
a21oi_1 1340, nand4_1 220
==> cell families (layout without fill, tap and decap cells) <==
group                  after synthesis  in the layout  synth area share [%]
flip-flops                        8256           8256                 64.78
other                                1            573             0.0009823
AND-OR/OR-AND                     2411           2411                 4.477
AND/OR/NAND/NOR                   1570           1570                 1.704
multiplexers                      5523           5523                 26.52
buffers and inverters             1621           3309                 2.518
==> per-layer routing <==
layer	vias to the layer above	global-route usage, %
met1	115000	34.31
met5	-	19.23
met3	4693	37.44
li1	87020	-
met4	394	24.05
met2	21610	45.39
==> power by group <==
group	switching, mW	internal (mW)
Clock	2.89	3.78
Combinational	1.10	0.529
Sequential	0.0512	8.00
==> layout make-up <==
cell class              count  area, sq um
inverters                  13        116.4
flip-flops and latches   8256       247300
diodes                    541         1354
fillers                 78370       516700
repair buffers           1734        14070
clock buffers            1127        23520
well taps               12600        15770
multi-input cells        9536       128000
clock inverters           435         3720
==> through the flow <==
stage | worst slack (ps) | util [%] | std cells
after CTS | 31190 | 45.50 | 33700
after global placement | 28080 | 42.58 | 32110
final | 31080 | 45.64 | 34240
after detailed placement | 29970 | 42.63 | 32140
after global routing | 30650 | 45.59 | 34020
after floorplan | 35540 | - | 19410
==> synth_stat cells (31+ instances only) <==
| library cell | n |
|---|---|
| a2111oi_0 | 73 |
| a211o_1 | 31 |
| a211oi_1 | 106 |
| a21oi_1 | 429 |
| a221oi_1 | 311 |
| a22o_1 | 32 |
| a22oi_1 | 121 |
| a31oi_1 | 43 |
| buf_1 | 140 |
| buf_2 | 352 |
| buf_4 | 206 |
| buf_6 | 236 |
| buf_8 | 38 |
| clkbuf_1 | 629 |
| dfxtp_1 | 64 |
| edfxtp_1 | 8192 |
| mux2_2 | 79 |
| mux2i_1 | 1780 |
| mux4_2 | 3656 |
| nand2_1 | 675 |
| nand3_1 | 60 |
| nor2_1 | 586 |
| nor3_1 | 92 |
| o211ai_1 | 52 |
| o21ai_0 | 302 |
| o221ai_1 | 381 |
| o22ai_1 | 326 |
| or3_1 | 37 |
Power is estimated from default activity; no workload was simulated.
